[design/flow/design.v]
module solver (
    input clk,
    input enable,
    input [1:0] directrion,
    input [31:0] value,
    output [31:0] solution
);
reg [31:0] position_x;
reg [31:0] position_y;
assign solution = position_x * position_y;
always @(posedge clk) begin
    if (enable) begin
        case (directrion)
            2'b00: begin  
                position_x <= position_x + value;
            end
            2'b01: begin  
                position_y <= position_y - value;
            end
            2'b10: begin  
                position_y <= position_y + value;
            end
            2'b11: begin  
                position_x <= 0;
                position_y <= 0;
            end
        endcase
    end
end
endmodule
[design/flow/run.sh]
#!/bin/bash
# OpenROAD 26Q1-2900-gdf79404cd8, Yosys 0.63+post, stock flow scripts
make -C /OpenROAD-flow-scripts/flow DESIGN_CONFIG=/design/flow/config.mk WORK_HOME=/design/flow/orfs finish
[design/flow/config.mk]
export PLATFORM = sky130hd
export DESIGN_NAME = solver
export DESIGN_NICKNAME = solver
export VERILOG_FILES = /design/flow/design.v
export SDC_FILE = /design/flow/constraint.sdc
export NUM_CORES = 4
export LEC_CHECK = 1
export CORE_UTILIZATION = 40
[design/flow/constraint.sdc]
current_design solver

set clk_period 20.7
set clk_io_pct 0.2

create_clock -name clk0 -period $clk_period [get_ports {clk}]

set non_clock_inputs [all_inputs -no_clocks]
set_input_delay [expr $clk_period * $clk_io_pct] -clock clk0 $non_clock_inputs
set_output_delay [expr $clk_period * $clk_io_pct] -clock clk0 [all_outputs]
==> job_summary.md <==
## Implementation flow summary

| Metric | Value |
|---|---|
| Status | completed |
| Crit end category | output pin |
| WL/cell | 18.0 um |
| Largest net degree at the start of global routing | 62 |
| CTS Buf Count | 9 |
| Hold WC Path Type | register to register |
| Rows | 85 |
| Fin crit period | 12.48 ns |
| Post-synth seq share | 8.83% |
| Post-Synth Adder-Cell Area | 48.6% |
| Crit path DAT | 8.34 ns |
| Hold Crit Depth | 3 |
| Diodes inserted | 0 |
| Yosys chip area | 21800 um^2 |
| Fmax | 80.1 MHz |
| Min Hold Slack | 0.873 ns |
| Asr flop ratio synth | 0% |
| Mux frac, synth | 0.408% |
| Die Size | 55300 um^2 |
| CTS tree | yes |
| Root Driver | clkbuf_16 |
| Gp weighted congestion | 0.931 |
| Clk sinks | 64 |
| Latency at later pin | 0.35 ns |
| CTS HTree Levels | 3 |
| Clk slew on worst S/H paths | 0.06 ns |
| RSZ-0062 raised after global routing | false |
| Setup Buffers After CTS | 0 |
| Synth Area in Simple Gates | 19.1% |
| Starting DRT DRC Count | 690 |
| Count of input and output buffers | 67 |
| Tool warnings | 27 |
| Critical path launch point type | register |
| CTS resizes | 0 |
| Routed via count | 16300 |
| Overflow after GRT | 0 |
| Pre-Place Util | 40.4% |
| Crit path DRT | 16.56 ns |
| Layout overhead on the synthesized area | 8.13% |
| Setup TNS | 0 ns |
| R2R depth | 12 |
| Least-Margin Pin Slew | 0.836 ns |
| IO Pins | 68 |
| Compound Share, Synth | 7.87% |
| Setup CP Type | register to output pin |
| Relative slew slack | 44.3% |
| Initial antenna violation count | 0 |
| TritonRoute pass-1 iters | 5 |
| Crit Path Max Fanout | 13 |
| Top logic family | adder cells |
| Fin crit share | 60.3% |
| Post-Synth XOR/XNOR Area | 5.76% |
| Area of the core | 53800 um^2 |
| Max Cap Viol | 0 |
| Ys cells | 2452 |
| Synth Flop Type | edfxtp_1 |
| DRT antenna net count | 0 |
| GR Util All Layers | 22.7% |
| Die width | 235 um |
| Final Slew Violations | 0 |
| Residual DRC | 0 |
| Layout cells sized above 1 | 3.11% |
| Via density per instance | 5.14 |
| Cells after Synth | 2452 |
| First-pass GRT wire length | 93.1 mm |
| Vias in the first global route | 17300 |
| Post-synth EDFFs | 64 |
| Synth flops | 64 |
| Chip Height | 235 um |
| Synthesized area per cell | 8.87 um^2 |
| Clk buf depth | 2 |
| Yosys Warn Count | 1 |
| Synth unique cells | 70 |
| Detailed placement HPWL | 46.2 mm |
| Mapped Area | 21800 um^2 |
| Final Hold Violation Tally | 0 |
| Post-CTS Hold Buffers | 0 |
| Total Wirelength | 57.0 mm |
| Final Setup Violations | 0 |
| Worst clock skew | 0.00860 ns |
## flip-flops by register name, indices dropped and copies added (netlist names)
signal,flops
position_x,32
position_y,32
## area by class of cell
| class | count | area (um^2) |
|---|---|---|
| Fill cell | 5136 | 30300 |
| Multi-Input combinational cell | 1842 | 17800 |
| Sequential cell | 64 | 1920 |
| Inverter | 444 | 1670 |
| Timing Repair Buffer | 108 | 978 |
| Tap cell | 696 | 871 |
| Clock buffer | 9 | 225 |
| Clock inverter | 7 | 71.3 |
## cells in the mapped netlist (4+ instances only)
library cell	instances	area, um^2
nand2_1	311	1170
a41oi_1	4	35.0
mux2_1	4	45.0
clkbuf_1	97	364
o21ai_1	7	35.0
or2_2	5	31.3
a31oi_1	6	37.5
o211ai_1	9	67.6
nand3_1	18	90.1
nor3b_1	7	52.6
nand2b_1	13	81.3
nor2b_1	20	125
nor3_1	30	150
o21a_1	16	120
xnor2_1	87	762
buf_1	4	15.0
a211oi_1	20	150
or3_1	8	50.1
and3_1	12	75.1
o21bai_1	12	90.1
ha_1	189	2360
or4_1	5	37.5
inv_1	444	1670
nor4_1	10	62.6
nand4_1	4	25.0
o21ai_0	45	225
a21o_1	26	195
xor2_1	56	490
a21boi_0	8	60.1
fa_1	410	8210
and2_1	264	1650
a21oi_1	74	370
nor2_1	109	409
edfxtp_1	64	1920
## final timing paths
| check | from | end | slack [ns] |
|---|---|---|---|
| hold / removal | position_x[3]$_SDFFCE_PN0P_ | position_x[3]$_SDFFCE_PN0P_ | 0.87 |
| setup / recovery | position_y[8]$_SDFFCE_PN0P_ | solution[31] | 8.22 |
| setup reg to reg | position_x[0]$_SDFFCE_PN0P_ | position_x[24]$_SDFFCE_PN0P_ | 16.82 |
| hold reg to reg | position_x[3]$_SDFFCE_PN0P_ | position_x[3]$_SDFFCE_PN0P_ | 0.87 |
## cell usage in the layout (no fill, tap or decap), drive strengths merged, types with 4 or more instances in the layout
| cell | n |
|---|---|
| a211oi | 20 |
| a311oi | 4 |
| nand2b | 13 |
| nor2b | 20 |
| nand2 | 311 |
| nand4 | 4 |
| ha | 189 |
| edfxtp | 64 |
| xnor2 | 87 |
| a21o | 26 |
| o21ai | 54 |
| a21boi | 8 |
| fa | 410 |
| or2 | 5 |
| nor3 | 30 |
| and2 | 264 |
| o211ai | 9 |
| or4 | 5 |
| mux2 | 7 |
| nand3 | 19 |
| nor4 | 10 |
| clkbuf | 9 |
| a31oi | 6 |
| o21a | 16 |
| clkdlybuf4s50 | 67 |
| xor2 | 56 |
| nor2 | 110 |
| or3 | 8 |
| o21bai | 12 |
| a41oi | 4 |
| nor3b | 7 |
| inv | 445 |
| buf | 41 |
| and3 | 12 |
| a21oi | 74 |
## cell families (layout without fill, tap and decap cells)
logic type / count (synthesis) / in the layout
fa+ha+maj: 599 / 599
xor+xnor: 143 / 143
mux: 8 / 8
compound gates: 259 / 259
buf+inv: 546 / 568
flops: 64 / 64
simple gates: 833 / 833
## worst max-delay path: stages (launching register included)
cell	delay (ns)
edfxtp_1	0.78
buf_4	0.33
nand2_1	0.10
fa_1	0.54
inv_1	0.05
fa_1	0.40
inv_1	0.08
fa_1	0.42
fa_1	0.52
inv_1	0.06
fa_1	0.49
inv_1	0.05
fa_1	0.55
fa_1	0.44
fa_1	0.49
inv_1	0.05
ha_1	0.21
or3_1	0.41
o2111a_1	0.24
a221o_1	0.33
nor2_1	0.27
a21oi_1	0.19
o22ai_1	0.27
xnor2_1	0.20
clkdlybuf4s50_1	0.50
## through the flow
step                setup WS [ns]  cells  util (%)  cell area [um^2]
floorplan                    9.96   2452         -             21800
global placement             8.55   3154      43.2             23200
detailed placement           8.49   3154      43.2             23200
CTS                          8.11   3170      43.7             23500
global route                 7.87   3170      43.7             23500
finish                       8.22   3170      43.7             23500
## layer usage
metal  global-route usage, %  wire length [um]  share of wire (%)
met3                    5.78              3940                6.9
met5                   0.519                39              0.068
met2                    35.9             27000                 47
met4                    4.92              1500                2.6
met1                    32.9             24500                 43
